==> design/flow/design.v <==
module control_reg(output reg [28:0]cwrd,
                    input [4:0]addr,
                      input clk,reset);
reg [28:0]mem[0:25];
always @(reset)
begin
mem[0]=29'd0;
mem[1]=29'b01_01_00_0000__00_001_01_0_00_00_11_00010;
mem[2]=29'b00_10_000000__01_000_00_0_00_00_11_00011;
mem[3]=29'b00_00_000010__00_010_10_0_00_00_11_00100;
mem[4]=29'b01_00_010000__01_000_01_0_00_00_01_00101;
mem[5]=29'b10_00_01_1011__00_000_01_0_00_00_01_00110; 
mem[6]=29'b01_00_000010__00_001_00_0_00_01_10_00111;
mem[7]=29'b00_11_000000__10_000_00_0_01_10_00_00000;
mem[8]=29'b01_01_000000__00_001_00_0_00_01_11_00111;
mem[9]=29'b01_01_010001__00_001_01_0_00_01_11_01010;
mem[10]=29'b00_11_100000__10_011_00_0_01_10_00_00000;
mem[11]=29'b10_00_110011__00_011_00_1_00_00_11_01000;
mem[12]=29'b01_01_010000__00_001_10_0_00_01_11_01010;
mem[13]=29'b00_00_000011__00_100_10_0_00_00_11_01110;
mem[14]=29'b10_00_110000__01_000_00_1_00_00_11_01000;
mem[15]=29'b01_01_011001__00_001_00_0_00_01_11_01010;
mem[16]=29'b01_01_010110__00_001_00_0_00_01_11_01010;
mem[17]=29'b00_00_000010__00_101_00_0_00_00_11_10010;
mem[18]=29'b10_00_000111__10_000_00_1_00_00_11_01000;
mem[19]=29'b00_00_001011__00_100_00_0_00_00_11_10100;
mem[20]=29'b01_01_000100__10_001_00_0_00_01_11_00111;
mem[21]=29'b01_00_000010__00_001_01_0_00_00_11_10110;
mem[22]=29'b00_00_001101__01_000_10_0_00_00_11_00111;
mem[23]=29'b01_01_00_0000_00_001_00_0_00_01_11_11000;
mem[24]=29'b00_10_00_0000_01_000_00_0_01_10_00_11001;
end
always @(posedge clk)
begin
    if (reset)
    begin
    cwrd=mem[5'b01000];
    end
    else
    if (addr <= 5'd24 && addr >= 5'd0 )
         cwrd=mem[addr];
end
endmodule
==> design/flow/run.sh <==
#!/bin/bash
# OpenROAD 26Q1-2900-gdf79404cd8, Yosys 0.63+post, stock flow scripts
make -C /OpenROAD-flow-scripts/flow DESIGN_CONFIG=/design/flow/config.mk WORK_HOME=/design/flow/orfs finish
==> design/flow/config.mk <==
export PLATFORM = sky130hd
export DESIGN_NAME = control_reg
export DESIGN_NICKNAME = control_reg
export VERILOG_FILES = /design/flow/design.v
export SDC_FILE = /design/flow/constraint.sdc
export NUM_CORES = 4
export LEC_CHECK = 1
export CORE_AREA = 10 10 107 107
export DIE_AREA = 0 0 117 117
==> design/flow/constraint.sdc <==
current_design control_reg

set clk_period 2.4
set clk_io_pct 0.2

create_clock -name clk0 -period $clk_period [get_ports {clk}]

set non_clock_inputs [all_inputs -no_clocks]
set_input_delay [expr $clk_period * $clk_io_pct] -clock clk0 $non_clock_inputs
set_output_delay [expr $clk_period * $clk_io_pct] -clock clk0 [all_outputs]
==> Changelog: implementation <==
## Implementation

- Chip area line of the yosys report: between 0.0015 and 0.002 sq mm
- Initial drt markers: 216
- Worst vdd rail ir drop: 275.5 uV
- Classification of the worst setup path: in2reg
- Chip Height: roughly 120 um
- Number of nets still failing antenna checks after routing: 0
- Boundary Pins: 36
- Data required time of the critical path: between 2000 and 3000 ps
- TritonCTS clock tree: yes
- Fin Clk Skew: 0 ps
- Arrival time worst endpoint: about 2100 ps
- Power density of the placed cells: 462.4 mW/mm^2
- Max Cap Viol: 0
- Count of input and output buffers: 34
- Cell type contributing the most total cell area after synthesis: sky130_fd_sc_hd__dfxtp_1
- Clock input transition at the sequential cells of the worst setup and hold paths: around 100 ps
- Main flop type: sky130_fd_sc_hd__dfxtp_1
- Static leakage: about 0.81 nW
- Post-route core utilization: around a quarter
- Number of flops mapped to enable cells by yosys: 0
- Total grt overflow: 0
- Startpoint of the most critical register-to-register path: cwrd[22]
- Total via count after detailed routing: slightly below 2000
- Result of the run: complete, no violations
- Flip-flop and latch count after synthesis: 27
- Gate Count Post-Synth: 241
- Distinct lib cells used: around 54
- Share of the clock period used by the worst path: a little under 80%
- Master cell of the clock root buffer: sky130_fd_sc_hd__clkbuf_8
- Length of the first detailed-routing pass in iterations: 4
- Average wire per standard cell: between 15 and 20 um
- Origin of the worst min-delay path: cwrd[20]
- Total cells reported by yosys after synthesis: roughly 240
- Post-detailed-placement half-perimeter wirelength: roughly 4300 um
- Top cells by instance count after synthesis: sky130_fd_sc_hd__dfxtp_1, sky130_fd_sc_hd__nor2_1, sky130_fd_sc_hd__a21oi_1, sky130_fd_sc_hd__o21ai_0, sky130_fd_sc_hd__nand2_1
- Unrepaired setup endpoints after global routing: no
- Post-cts gate resize count: 0
- Top area contributor share: 30.13%
- Setup violators final: 0
- Final routed DRC violation total: 0
- Tally of filler cells in the layout: a little under 1000
- Synthesis warning total: 31
- Final-report hold violation count: 0
- H-tree depth reported by CTS: 1
- Max Root-Sink Buffers: 2
- Clock Latency Late Sink: 270 ps
- Number of warnings the tools reported: 25
- Inserted Clock Buffers: 3
- Fmax: about 0.53 GHz
- Worst Hold Slack: approximately 500 ps
- Number of max-slew violations in the final report: 0
- Hold buffers post-CTS: 0
- Number of vias per cell after detailed routing: around 5
- Wire length of the first global-routing pass: ~9400 um
- Number of sinks on the clock net: 27
- Final GP Congestion: approximately 0.9
- Width of the chip: between 100 and 150 um
- Netlist Area Pre-Place: between 0.0015 and 0.002 sq mm
- Peak fanout along the critical path: 30
- Type of element launching the critical path: input pin
- Placeable core region: roughly 0.0092 sq mm
- Buffer count from post-CTS setup fixing: 0
- Initial antenna violation count: 0
- Layout cells sized above 1: a little over a tenth
- Final-layout setup total negative slack: 0 ps
- Area added between synthesis and finish: 28.80%
- Area enclosed by the die boundary: approximately 0.014 sq mm
- Min-delay worst type: reg2reg
- Number of core rows: 35
- Biggest area contributors in the synthesized netlist: sky130_fd_sc_hd__dfxtp_1, sky130_fd_sc_hd__a21oi_1, sky130_fd_sc_hd__o21ai_0, sky130_fd_sc_hd__nor2_1, sky130_fd_sc_hd__buf_2
- FF/Latch Area: between 500 and 600 sq um
- Drt total wl: ~6000 um
- Endpoint type of the worst setup path: flip-flop
- Post-synth ARST share: 0%
- Total antenna diodes in the routed design: 0
- Number of flip-flops in the largest register: 27
- Mean instance size in the synthesized netlist: ~7.4 sq um
- Floorplan utilization: approximately a fifth
- Worst setup path startpoint: addr[2]
- R2R Setup Slk: 1400 ps
- Global-route usage over all layers: under 10%
- Final Critical Period: 1895 ps
- Area used by multi-input combinational logic: 0.001071 sq mm
- Number of global-route vias before repair: approximately 1800
- Largest net degree at the start of global routing: 33
- Post-synthesis sequential area ratio: a little under a third
## path summary, 6_finish.rpt
check,end,cells past startpoint
max,cwrd[24],6
min,cwrd[20],2
max reg2reg,cwrd[22],2
min reg2reg,cwrd[20],2
## kinds of logic after synthesis
logic type,count (synthesis),share of synthesized area [%]
AOI/OAI and AO/OA,97,35.29
buffers and inverters,32,10.18
muxes,1,0.6276
xor gates and xnor gates,1,0.9068
and+or+nand+nor,82,22.66
other,1,0.2090
DFF,27,30.13
## layout make-up
cell class,instances,share of cell area [%]
sequential,27,23.39
multi-input combinational,182,46.35
timing repair buffer,48,21.44
tap,111,6.010
inverter,5,0.8121
clock inverter,1,0.2166
clock buffer,3,1.787
## per-stage QoR
stage	setup slack [ps]	area, sq um	cells	total power (W)
after detailed placement	202.0	2265	373	0.0008092
after global placement	243.5	2265	373	0.0008101
final	504.6	2311	377	0.001069
after global routing	405.9	2311	377	0.001134
after floorplan	874.3	1794	241	0.0006748
after CTS	527.5	2311	377	0.001081
## power by group
part / total, W / internal [W] / switching [W]
clock: 0.000271 / 0.000117 / 0.000154
sequential: 0.000499 / 0.000479 / 0.0000197
combinational: 0.000299 / 0.000147 / 0.000152
## layout by cell type, fill, tap and decap left out, drive strengths merged, types with 3 or more instances in the layout
cell type | Yosys | final
buf | 20 | 14
a31oi | 6 | 6
a21oi | 22 | 22
inv | 5 | 5
nor2 | 28 | 28
nand2 | 14 | 14
o211ai | 3 | 3
o221ai | 3 | 3
dfxtp | 27 | 27
o21ai | 34 | 34
and3 | 4 | 4
nand2b | 8 | 8
clkbuf | 7 | 3
clkdlybuf4s50 | 0 | 34
o22ai | 3 | 3
nor3 | 12 | 12
and2 | 3 | 3
nand3 | 4 | 4
## layer usage
metal  vias up  GRT usage [%]  wire (um)
li1        937              -          -
met1       912          12.24       2693
met2        86          12.82       2547
met3         4          2.064        579
met4         0         0.7414         29
met5         -              0          0
## worst max-delay path: stages
cell and delay (ps):
sky130_fd_sc_hd__clkdlybuf4s50_1 440, sky130_fd_sc_hd__buf_12 180, sky130_fd_sc_hd__or2_1 330, sky130_fd_sc_hd__o21ai_4 320, sky130_fd_sc_hd__nor2_2 60, sky130_fd_sc_hd__a2111oi_2 260
Power figures rest on the tool's default switching activity, not on a simulated workload.
